===== ./run.sh =====
#!/bin/bash
# OpenROAD 26Q1-2900-gdf79404cd8, Yosys 0.63+post, stock flow scripts
make -C /OpenROAD-flow-scripts/flow DESIGN_CONFIG=/design/flow/config.mk WORK_HOME=/design/flow/orfs finish

===== ./config.mk =====
export PLATFORM = sky130hd
export DESIGN_NAME = Register_file
export DESIGN_NICKNAME = Register_file
export VERILOG_FILES = /design/flow/design.v
export SDC_FILE = /design/flow/constraint.sdc
export NUM_CORES = 4
export LEC_CHECK = 1
export CORE_UTILIZATION = 50

===== ./constraint.sdc =====
current_design Register_file

set clk_period 6.4
set clk_io_pct 0.2

create_clock -name clk0 -period $clk_period [get_ports {clk}]

set non_clock_inputs [all_inputs -no_clocks]
set_input_delay [expr $clk_period * $clk_io_pct] -clock clk0 $non_clock_inputs
set_output_delay [expr $clk_period * $clk_io_pct] -clock clk0 [all_outputs]

===== ./design.v =====
module Register_file(
	input clk, WE3,
	input [4:0] A1,A2,A3,
	input [31:0] WD3,
	output reg [31:0] RD1,RD2
	);
	reg [31:0] REG [31:0];
	always @(*)
		begin
			RD1=REG[A1];
			RD2=REG[A2];
		end
	always @(posedge clk)
	begin
		if(WE3==1)
			REG[A3]=WD3;
	end
endmodule

==> results.json <==
{
  "yosysUniqueCellTypes": 23,
  "die-area_um2": 98800,
  "yosys_cells": 3386,
  "cts_made_buffers": 109,
  "ys_ff": 1024,
  "cts_root_buf": "clkbuf_16",
  "die_h_um": 314,
  "die_w_um": 314,
  "port_buffers": 112,
  "critPathMaxFanout": 16,
  "grt_start_max_net_pins": 91,
  "synth_area_um2": 48800,
  "cp_slowest_cell": "nor2b_4",
  "grt_pass1_wl_um": 220000,
  "grt-ovfl-total": 0,
  "critPathMaxStageDelay_ns": 0.72,
  "flop_cell": "edfxtp_1",
  "async_flop_share_pct": 0,
  "whs_path_depth": 2,
  "cts_setup_buffers": 0,
  "yosysWarnings": 1,
  "ant_nets": 0,
  "row_count": 114,
  "tritoncts": "built",
  "path_class": "primary input to output port",
  "drc": 0,
  "top_area_share_pct": 63.0,
  "crit_path_end_kind": "output port",
  "via_per_inst": 6.40,
  "top_area_cell": "edfxtp_1",
  "finalClockPeriodUsage_pct": 88.3,
  "wire_per_inst_um": 31.2,
  "synth_seq_share_pct": 63.0,
  "grt_pass1_vias": 32900,
  "crit_chain": "clkdlybuf4s50_1, nor2b_4, buf_4, a22oi_1, a31oi_1, nand3_1, clkdlybuf4s50_1",
  "initial_utilization_pct": 50.5,
  "required_ns": 5.12,
  "setup_viol": 0,
  "ctsResizeCount": 0,
  "warnings": 26,
  "syn_to_final_growth_pct": 13.4,
  "hp-class": "primary input to register",
  "finalWeightedCongestion": 0.914,
  "crit_top_cell": "clkdlybuf4s50_1",
  "min_period_ns": 5.65,
  "grt_use_total_pct": 34.0,
  "place_inst": 4683,
  "cts_htree_levels": 3,
  "largest_register_ff_count": 1024,
  "status": "completed",
  "io_pins": 113,
  "wl_met3_um": 28100,
  "setup.worst_path.start_class": "primary input",
  "final_cell_area_um2": 55300,
  "worst_slew_pin_slew_ns": 1.01,
  "holdPathEnd": "REG[15][20]",
  "relSlewSlack_pct": 32.7,
  "holdWs_ns": 1.42,
  "final_cell_mix": "edfxtp_1 (1024), mux2i_1 (1024), nand3_1 (194)",
  "power_density_nw_per_um2": 272,
  "cts_buffer_depth": 3,
  "worstPathArrival_ns": 4.37,
  "finalSetupTns_ns": 0,
  "dpl_cell_area_um2": 51900,
  "fillers": 7255,
  "power.leakage_uw": 0.0204,
  "routed_wl_um": 152000,
  "drt-met1-wl_um": 52700,
  "antennaDiodeCount": 0,
  "drv_slew": 0,
  "route.vias.total": 31200,
  "cts.clk_slew.worst_paths_ns": 0.06,
  "dr_wl_met2_um": 66100,
  "cts.sinks": 1024,
  "ir_worst_vdd_uv": 232,
  "rsz0062_at_grt": "false",
  "finalNonFillerCells": 4884,
  "drt_iter0_drc": 2428,
  "drv_cap": 0,
  "fmax_ghz": 0.177,
  "first_pass_iters": 8,
  "synth_cells": 3386,
  "edf_count": 1024,
  "drive_gt1_share_pct": 10.2,
  "holdBufCountCts": 0,
  "ys_area_um2": 48800,
  "coreArea_um2": 96700,
  "hold_start": "WD3[20]",
  "synth_area_per_cell_um2": 14.4,
  "antenna_found_initial": 1,
  "top_cells_by_area": "edfxtp_1 (63%), mux2i_1 (21%), a22oi_1 (3.0%)",
  "top_layer_used": "met5",
  "dpl.hpwl_um": 88900,
  "hold_viol": 0
}
-- per-layer routing --
metal  global-route usage (%)  vias up
met2                     46.1     2168
met1                     45.0    15100
met3                     25.7      313
met4                     8.75       20
li1                         -    13700
met5                     3.48        -
-- metrics by stage --
stage	worst slack (ns)	utilization [%]	power, uW
after global routing	0.739	57.2	15400
after floorplan	2.69	-	8400
final	0.748	57.2	15000
after CTS	0.885	57.2	15100
after detailed placement	0.868	53.7	9030
after global placement	0.920	53.7	9020
-- logic make-up (layout without fill, tap and decap cells) --
group / after synthesis / count (layout) / share of synthesized area, %
buffers and inverters: 253 / 475 / 3.21
DFF: 1024 / 1024 / 63.0
and+or+nand+nor: 509 / 509 / 4.71
muxes: 1024 / 1024 / 21.0
AOI/OAI and AO/OA: 576 / 576 / 8.04
-- critical path, delay by kind of cell --
kind            cells  cell delay, ns
buf+inv             3            1.44
compound gates      2            0.51
simple gates        2            1.11
-- synthesized netlist by cell type (3+ instances only) --
| master | instances |
|---|---|
| clkbuf_4 | 4 |
| buf_4 | 47 |
| nand2b_1 | 4 |
| nand3_1 | 194 |
| clkbuf_1 | 86 |
| a22o_1 | 128 |
| a22oi_1 | 192 |
| a21oi_1 | 192 |
| or3b_2 | 3 |
| nor3_1 | 64 |
| buf_2 | 70 |
| buf_6 | 45 |
| mux2i_1 | 1024 |
| a31oi_1 | 64 |
| nor2b_1 | 4 |
| nand3b_1 | 5 |
| nor2_1 | 35 |
| nand2_1 | 195 |
| edfxtp_1 | 1024 |
-- power breakdown --
part	switching [uW]	internal (uW)	total, uW
Clock	2590	3510	6110
Sequential	32.9	7460	7500
Combinational	877	544	1420
-- cell type report --
cell class / instances / area, um^2 / share of cell area [%]
multi-input combinational: 2109 / 16800 / 30.3
sequential: 1024 / 30700 / 55.6
timing repair buffer: 274 / 2770 / 5.01
clock buffer: 127 / 2840 / 5.13
clock inverter: 74 / 593 / 1.07
tap: 1276 / 1600 / 2.89
-- worst max-delay path by stage --
stage / from / end / slack (ns) / cells after the start
after CTS: A1[0] / RD1[5] / 0.88 / 7
after global routing: A1[0] / RD1[5] / 0.74 / 7
final: A1[0] / RD1[5] / 0.75 / 7
Power figures rest on the tool's default switching activity, not on a simulated workload.
