==> design.v <==
module Extend(
	input [31:0] Extend_in,
	input [1:0] immSrc,
	output reg [31:0] immExt
);
always @(*) begin
	case(immSrc)
		2'b00: immExt = {{20{Extend_in[31]}}, Extend_in[31:20]};  
		2'b01: immExt = {{20{Extend_in[31]}}, Extend_in[31:25], Extend_in[11:7]};  
		2'b10: immExt = {{19{Extend_in[31]}}, Extend_in[31], Extend_in[7], Extend_in[30:25], Extend_in[11:8], 1'b0};  
		2'b11: immExt = {Extend_in[31:12], 12'b0};  
		default: immExt = 32'b0;
	endcase
end
endmodule
==> run.sh <==
#!/bin/bash
# OpenROAD 26Q1-2900-gdf79404cd8, Yosys 0.63+post, stock flow scripts
make -C /OpenROAD-flow-scripts/flow DESIGN_CONFIG=/design/flow/config.mk WORK_HOME=/design/flow/orfs finish
==> config.mk <==
export PLATFORM = sky130hd
export DESIGN_NAME = Extend
export DESIGN_NICKNAME = Extend
export VERILOG_FILES = /design/flow/design.v
export SDC_FILE = /design/flow/constraint.sdc
export NUM_CORES = 4
export LEC_CHECK = 1
export CORE_AREA = 10 10 70 70
export DIE_AREA = 0 0 80 80
==> constraint.sdc <==
current_design Extend

set clk_period 4.1
set clk_io_pct 0.2

create_clock -name clk0 -period $clk_period

set non_clock_inputs [all_inputs -no_clocks]
set_input_delay [expr $clk_period * $clk_io_pct] -clock clk0 $non_clock_inputs
set_output_delay [expr $clk_period * $clk_io_pct] -clock clk0 [all_outputs]
==> impl_metrics.csv <==
group,metric,value,unit
finish,drive_above_1_share,2.00,%
finish,stdcell_area,968,um^2
power_and_ir_drop,ir_drop,28.7,uV
yosys,top_area_share,36.4,%
floorplanning,die_w,80,um
timing,slew_violations,0,
placement,numPortBuffers,59,
power_and_ir_drop,switching_share,26.7,%
floorplanning,coreArea,3420,um^2
placement,placed_area,968,um^2
drt,viasPerCell,3.84,
setup_path,path_class,"primary input to output port",
setup_path,worstPathRequired,3280,ps
setup_path,crit_path_max_fanout,19,
global_routing,grt_max_degree,26,
flow_run,drv_cap,0,
finish,lay_top_count,"clkdlybuf4s50_1",
yosys,synth_cells,48,
timing,hold_viol,0,
power_and_ir_drop,power,105,uW
finish,final_layout_top_logic_cells,"clkdlybuf4s50_1, a21o_1, nor2b_1",
timing,rsz0062_at_grt,"no",
hold_path,worstHoldPathType,"primary input to output port",
global_routing,antenna_found_initial,0,
finish,regArea,0,um^2
global_routing,gr-usage-all-layers,6.07,%
clock_network,post_cts_resized,0,
finish,num-fill-cells,376,
timing,worst_pin_slew,539,ps
yosys,yosys_warnings,1,
floorplanning,rows,21,
yosys,avgSynthCellArea,8.16,um^2
placement,place_congestion,0.757,
yosys,ys_area,392,um^2
yosys,netlist_area,392,um^2
clock_network,post_cts_buffers,0,
drt,drtAntennaViolNets,0,
floorplanning,io_pins,66,
timing,setup_viol,0,
yosys,ys_types,13,
power_and_ir_drop,p_leak,0.449,nW
power_and_ir_drop,power_switching,28.2,uW
yosys,ys_seq_share,0,%
power_and_ir_drop,power_frac_seq,0,%
finish,flops,0,
global_routing,grt_pass1_wl,3230,um
timing,hold_ws,2500,ps
setup_path,start_kind,"primary input",
setup_path,cp.arrival,2670,ps
placement,pre_cts_ws,588,ps
drt,diodes,0,
floorplanning,fp_util,11.5,%
drt,dr_total_vias,561,
timing,fin_tns_setup,0,ps
timing,fmax,0.287,GHz
drt,firstDrtPassIters,3,
timing,finalWorstSetupSlack,612,ps
setup_path,end_kind,"output port",
floorplanning,chipArea,6400,um^2
global_routing,grt-ovfl-total,0,
power_and_ir_drop,power_frac_clock,0,%
finish,syn2layout_area_growth,147,%
power_and_ir_drop,power_frac_comb,100.0,%
timing,timing.final.crit_period,3490,ps
drt,drc,0,
drt,wl_per_cell,13.9,um
flow_run,tool_warnings,39,
timing,period_used_share,85.1,%
drt,drt-initial-drc-count,11,
yosys,synth.largest_area_cell,"a21o_1",
floorplanning,fp.dieH,80,um
global_routing,grt_pass1_vias,608,
clock_network,hold_buffers,0,
outcome,status,"finished, final reports clean",
power_and_ir_drop,p_int,77.2,uW
yosys,area_leaders,"a21o_1, buf_6, mux2i_1, nor2b_1, o2bb2ai_1",
timing,slew_headroom,64.0,%
drt,wirelength,2030,um
finish,nClkBuffers,0,
placement,dp_hpwl,1700,um
power_and_ir_drop,p_per_area,109,nW/um^2
yosys,ys_cells,48,
## critical path, cell delays in order
cell and delay, ps:
clkdlybuf4s50_1 650, a21boi_4 570, a21o_1 150, clkdlybuf4s50_1 480
## power groups by stage
stage     Clock [mW]  Sequential, mW  Combinational, mW
5_1_grt            0               0              0.116
6_report           0               0              0.105
4_1_cts            0               0              0.108
## path summary, 6_finish.rpt
path	start	end	cells past startpoint
setup / recovery	immSrc[1]	immExt[27]	4
hold / removal	Extend_in[31]	immExt[31]	2
## synth_stat cells (all sizes together)
master / count
a21o: 19
a21boi: 1
nand3b: 1
and2: 1
nor2b: 6
buf: 7
o2bb2ai: 4
mux2i: 5
nor2: 1
o21ai: 1
inv: 1
and2b: 1
## cell type report
class,instances,area (um^2),area share [%]
Inverter,1,3.75,0.388
Multi-Input combinational cell,40,317,32.7
Tap cell,46,57.6,5.94
Timing Repair Buffer,59,591,61.0
## kinds of logic (layout without fill, tap and decap cells)
family / count (synthesis) / count (layout) / share of synthesized area (%)
simple gates: 10 / 10 / 16.6
mux: 5 / 5 / 12.8
compound gates: 25 / 25 / 51.4
buf+inv: 8 / 60 / 19.2
## per-layer routing
metal	wire length, um	part of all wire (%)	vias up	GRT usage, %
met3	316	16	0	3.30
met4	0	0	0	0
met5	0	0	-	0
li1	-	-	280	-
met2	870	43	33	9.87
met1	843	42	248	7.32
## per-stage QoR
stage	utilization, %	instances
2_1_floorplan	-	48
3_3_place_gp	28.4	146
3_5_place_dp	28.4	146
4_1_cts	28.4	146
5_1_grt	28.4	146
6_report	28.4	146
Power is estimated from default activity; no workload was simulated.
