===== design/flow/run.sh =====
#!/bin/bash
# OpenROAD 26Q1-2900-gdf79404cd8, Yosys 0.63+post, stock flow scripts
make -C /OpenROAD-flow-scripts/flow DESIGN_CONFIG=/design/flow/config.mk WORK_HOME=/design/flow/orfs finish

===== design/flow/design.v =====
module ALU(
	input [31:0] SrcA,SrcB,
	input [2:0] ALUControl,
	output reg [31:0] ALUResult,
	output reg Zero
	);
	always @(*)
		begin
			case(ALUControl)
				3'b000: ALUResult = SrcA + SrcB;        
				3'b001: ALUResult = SrcA - SrcB;        
				3'b010: ALUResult = SrcA & SrcB;        
				3'b011: ALUResult = SrcA | SrcB;        
				3'b101: ALUResult = (SrcA < SrcB) ? 1 : 0;  
				default: ALUResult = 0;
			endcase
			if(ALUResult==0)
				Zero=1;
			else
				Zero=0;
		end
endmodule

===== design/flow/constraint.sdc =====
current_design ALU

set clk_period 18.4
set clk_io_pct 0.2

create_clock -name clk0 -period $clk_period

set non_clock_inputs [all_inputs -no_clocks]
set_input_delay [expr $clk_period * $clk_io_pct] -clock clk0 $non_clock_inputs
set_output_delay [expr $clk_period * $clk_io_pct] -clock clk0 [all_outputs]

===== design/flow/config.mk =====
export PLATFORM = sky130hd
export DESIGN_NAME = ALU
export DESIGN_NICKNAME = ALU
export VERILOG_FILES = /design/flow/design.v
export SDC_FILE = /design/flow/constraint.sdc
export NUM_CORES = 4
export LEC_CHECK = 1
export CORE_UTILIZATION = 30

==> reports/qor.txt <==
Synth warnings -> 1
Number of max-cap violations -> 0
Fin. Hold Viols -> 0
Routed WL per cell -> 17.1 µm
Peak Freq -> 81.4 MHz
Log Warnings -> 100
Layout cells sized above 1 -> 4.98%
Hold_buf cts -> 0
Top post-synthesis cells by area -> ha_1 (23%), a21oi_1 (7.2%), inv_1 (6.5%)
Placer Congestion -> 0.954
Largest net degree at the start of global routing -> 58
IR Drop Worst-Case VDD -> 0.0120 mV
Hold depth -> 4
Post-route DRC -> 0
Area reported by Yosys stat -> 5360 µm²
RSZ-0062 raised after global routing -> no
Layout area overhead -> 20.6%
# Cells Yosys -> 801
First-pass GRT wire length -> 29700 µm
Req. time, crit path -> 14720 ps
Cell taking the most area after synthesis -> ha_1
Top Ports -> 100
Flip-flop and latch count -> 0
Leakage -> 2.78 nW
FP Util -> 30.9%
Worst Hold Path EP -> ALUResult[27]
Worst min-delay path startpoint -> ALUControl[0]
Die Ht -> 136 µm
FILL cells -> 1837
Setup TNS -> 0 ps
Final Max Tran Viols -> 0
Slew headroom -> 52.1%
Synth Instances -> 801
HP Class -> in -> out
Detail Route Antenna Nets -> 0
Critical-path maximum fanout -> 12
Final setup vio count -> 0
Worst EP arrival -> 8600 ps
Cell area power density -> 30.5 nW/µm²
GRT overflow -> 0
WHS -> 8360 ps
Syn Area/Cell -> 6.69 µm²
Tot GR Track Use -> 20.5%
Post-CTS setup buffers -> 0
Status -> complete, no violations
Drt first-iter violations -> 580
Post-CTS Resized -> 0
Final Cycle Share -> 66.8%
Area leader share -> 23.4%
Clock buffer count -> 0
Startpoint types -> input pin
Post-detail-place hpwl -> 15200 µm
Worst-margin pin slew -> 709 ps
Vias -> 5949
I/O Buffers -> 100
Crit end category -> output pin
Die width -> 136 µm
Register area share after synthesis -> 0%
Drt pass-1 iters -> 6
Core Area -> 17400 µm²
Area of placed instances -> 6460 µm²
Distinct lib cells used -> 92
Synthesized area -> 5360 µm²
Logic area -> 4760 µm²
Diodes inserted -> 0
Avg Vias per Cell -> 5.47
Setup CP Type -> in -> out
Min Clock Period, post-route -> 12280 ps
Number of rows in the core area -> 48
Routed WL -> 18600 µm
Chip area -> 18400 µm²
Seq. cell area -> 0 µm²
Initial antenna violation count -> 0
Vias in the first global route -> 5526
Post-Layout Inst Area -> 6460 µm²
[how the worst max path moves through the flow]
stage	to	start	slack, ps	depth (start not counted)
final	Zero	SrcA[9]	6120	15
after CTS	Zero	SrcB[0]	6090	16
after global routing	Zero	SrcA[9]	5910	15
[Yosys cell counts, types with 4 or more instances]
master      n
o21bai_1    9
or4_1       6
nand4_1    10
nand2b_1   13
nor3_1     15
a211o_1     4
inv_1      93
o31ai_1    14
a21oi_1    77
a211oi_1   10
nand2_1    61
ha_1      100
buf_4       4
nor2_1     74
o22ai_1    11
a31oi_1    10
clkbuf_1   19
o211ai_1   21
o221ai_1    6
nand3_1    17
mux2i_1     5
a21o_1     10
o21ai_0    50
or2_2       4
xnor2_1    21
o21ai_1     6
inv_2       4
nor2b_1    10
buf_2      15
nor4_1      7
or3_1       7
[critical path: stages]
cell and delay, ps:
clkdlybuf4s50_1 510, inv_1 60, ha_1 480, or4_1 630, nand2b_1 160, a21oi_1 210
o31ai_2 140, o31ai_1 290, xnor2_1 150, o221ai_1 240, or4bb_1 620, nand4bb_1 260
or4_4 480, nor4b_4 210, clkdlybuf4s50_1 490
[cells in the final DEF, fill, tap and decap left out, types with 15 or more instances in the layout]
cell type	synthesis	layout
o21ai_0	50	50
xnor2_1	21	21
inv_1	93	93
o211ai_1	21	21
nand2_1	61	61
ha_1	100	100
nor3_1	15	15
nor2_1	74	74
a21oi_1	77	77
nand3_1	17	17
clkdlybuf4s50_1	0	99
[final cells by class]
class,instances,area share [%]
Multi-Input combinational cell,658,73.8
Inverter,99,5.75
Timing Repair Buffer,106,16.1
Tap cell,225,4.36
[report_power, final]
group / switching [mW] / internal (mW)
clock: 0 / 0
sequential: 0 / 0
combinational: 0.112 / 0.0850
[per-layer routing]
layer	track usage [%]	vias to the layer above	wire length (µm)
li1	-	2999	-
met1	31.7	2730	9110
met2	31.7	201	8240
met3	0.878	19	998
met4	2.68	0	278
met5	0	-	0
[stage by stage]
stage	power (mW)	setup WS (ps)	utilization (%)	instances
finish	0.197	6120	37.2	1088
global placement	0.196	6130	37.2	1088
CTS	0.195	6090	37.2	1088
detailed placement	0.194	6110	37.2	1088
floorplan	0.125	7810	-	801
global route	0.216	5910	37.2	1088
[cells by family after synthesis]
group                      after synthesis  synth area share [%]
muxes                                    9                  1.99
adders and majority gates              102                  24.1
xor gates and xnor gates                24                  4.06
AOI/OAI and AO/OA                      280                  35.9
and+or+nand+nor                        243                  22.9
buffers and inverters                  143                  11.1
Power figures rest on the tool's default switching activity, not on a simulated workload.
